File: config.mk
export PLATFORM = sky130hd
export DESIGN_NAME = guitar
export DESIGN_NICKNAME = guitar
export VERILOG_FILES = /design/flow/design.v
export SDC_FILE = /design/flow/constraint.sdc
export NUM_CORES = 4
export LEC_CHECK = 1
export CORE_UTILIZATION = 50
File: constraint.sdc
current_design guitar

set clk_period 8.5
set clk_io_pct 0.2

create_clock -name clk0 -period $clk_period [get_ports {clk}]

set non_clock_inputs [all_inputs -no_clocks]
set_input_delay [expr $clk_period * $clk_io_pct] -clock clk0 $non_clock_inputs
set_output_delay [expr $clk_period * $clk_io_pct] -clock clk0 [all_outputs]
File: design.v
module delay(clk, rst, en, done);
input clk;
input rst;
input en;
output reg done;
parameter one_second = 26'd50000000;
reg [25:0]counter;
always @ (posedge clk or negedge rst)
	begin 
	if (rst == 1'b0)
	begin
		counter <= 26'd0;
		done <= 1'b0;
	end
	else
		if (en == 1'b1)
			if (counter <= one_second)
			begin
				done <= 1'b0;
				counter <= counter +1'b1;
			end
			else
			begin
				done <= 1'b1;
				counter <= 26'd0;
			end
	end
endmodule
module guitar(
input clk,
input rst,
input start,
input [3:0]buttons,
output [6:0]seg7_neg_sign,
output [6:0]seg7_dig0,
output [6:0]seg7_dig1,
output [6:0]seg7_dig2,
output [6:0]num_to_hit,
output reg led
);
reg [2:0]S;
reg [2:0]NS;
wire [15:0]randwire;
reg [6:0]song_dur;
reg [6:0]notes_played;
reg [15:0]random;
reg [3:0]hit_num;
reg [3:0]button_hold;
reg [7:0]score;
reg en;
reg en2;
wire deldone;
wire deldone2;
reg del_hold;
reg del_hold2;
reg randhelp;
parameter START = 3'd0,
			 CHECK = 3'd1,
			 NOTE = 3'd2,
			 DELAY = 3'd3,
			 DONE = 3'd4;
rand_gen myrand(clk, rst, 16'd122112112121, randhelp, randwire);
seven_segment numout(hit_num, num_to_hit);
three_decimal_vals_w_neg mynum(score, seg7_neg_sign, seg7_dig0, seg7_dig2, seg7_dig1);
time_to_hit my(clk, rst, en, deldone);			 
delay mydelay(clk, rst, en2, deldone2);			
always @(posedge clk or negedge rst)
begin
	if (rst == 1'b0)
	begin
		S <= START;
	end
	else
	begin
		S <= NS;
	end
end
always @(*) 
begin
	case (S)
		START:
		begin
		if (start == 1'b1)
						NS = CHECK;
				 else
						NS = START;
		end
		CHECK:
		begin
		if (notes_played <= song_dur)
						NS = NOTE;
	   else
						NS = DONE;
		end
		NOTE: 
		begin
		if (del_hold == 1'b1)
					NS = DELAY;
				 else 
					NS = NOTE;
		end
		DELAY: 
		begin
		if (del_hold2 == 1'b1)
					NS = CHECK;
				 else 
					NS = DELAY;
		end
		DONE: NS = DONE;
		default NS = START;
	endcase
end
always @(posedge clk or negedge rst)
begin
	if(rst == 1'b0)
	begin
		notes_played <= 7'd0;
		song_dur <= 7'd127;
		led <= 1'b0;
		score <= 8'd0;
		randhelp <= 1'b0;
		del_hold <= 1'b0;
		del_hold2 <= 1'b0;
	end
	else
	begin
		case (S)
			CHECK:
			begin
				hit_num <= random % 4;
				song_dur <= 7'd127;
				random <= randwire;
				randhelp <= 1'b1;
				del_hold <= 1'b0;
				del_hold2 <= 1'b0;
				en <= 1'b0;
				en2 <= 1'b0;
				button_hold[0] <= 1'b0;
				button_hold[1] <= 1'b0;
				button_hold[2] <= 1'b0;
				button_hold[3] <= 1'b0;
			end
			NOTE:
			begin
			   notes_played <= notes_played + 1;
			 	en <= 1'b1;
				del_hold <= deldone;
				button_hold[0] <= !buttons[0];
				button_hold[1] <= !buttons[1];
				button_hold[2] <= !buttons[2];
				button_hold[3] <= !buttons[3];
				if (hit_num == 4'd0)
					if (button_hold[0] == 1'b1)
					begin
						score <= score + 2'd2;
						del_hold <= 1;
					end
				    else if (button_hold[1] == 1'b1)
						begin
						score <= score - 2'd2;
						del_hold <= 1;
					end
					else if (button_hold[2] == 1'b1)
						begin
						score <= score - 2'd2;
						del_hold <= 1;
					end
					else if (button_hold[3] == 1'b1)
						begin
						score <= score - 2'd2;
						del_hold <= 1;
					end
				if (hit_num == 4'd1)
					if (button_hold[1] == 1'b1)
						begin
						score <= score + 2'd2;
						del_hold <= 1;
					end
					else if (button_hold[0] == 1'b1)
						begin
						score <= score - 2'd2;
						del_hold <= 1;
					end
					else if (button_hold[2] == 1'b1)
						begin
						score <= score - 2'd2;
						del_hold <= 1;
					end
					else if (button_hold[3] == 1'b1)
						begin
						score <= score - 2'd2;
						del_hold <= 1;
					end
				if (hit_num == 4'd2)
					if (button_hold[2] == 1'b1)
						begin
						score <= score + 2'd2;
						del_hold <= 1;
					end
					else if (button_hold[1] == 1'b1)
						begin
						score <= score - 2'd2;
						del_hold <= 1;
					end
					else if (button_hold[0] == 1'b1)
						begin
						score <= score - 2'd2;
						del_hold <= 1;
					end
					else if (button_hold[3] == 1'b1)
						begin
						score <= score - 2'd2;
						del_hold <= 1;
					end
				if (hit_num == 4'd3)
					if (button_hold[3] == 1'b1)
						begin
						score <= score + 2'd2;
						del_hold <= 1;
					end
					else if (button_hold[1] == 1'b1)
						begin
						score <= score - 2'd2;
						del_hold <= 1;
					 end
					else if (button_hold[2] == 1'b1)
						begin
						score <= score - 2'd2;
						del_hold <= 1;
					 end
					else if (button_hold[0] == 1'b1)
						begin
						score <= score - 2'd2;
						del_hold <= 1;
					 end
			end
			DELAY: 
			begin
			en2 <= 1'b1;
			del_hold2 <= deldone2;
			end
			DONE: led <= 1'b1;
		endcase
	end
end
endmodule
module rand_gen(clk, rst, srand, init_srand, randi);
input clk;
input rst;
input [15:0]srand;
input init_srand;
output reg [15:0]randi;
always @(posedge clk or negedge rst)
begin
	if(rst == 1'b0)
		randi <= 16'd0;
	else
		if(init_srand == 1'b0)
			randi <= srand;
		else
			randi <= {randi[13] ^ randi[0], randi[14] ^ randi[15], randi[13:8], (randi[7] ^ randi[2] ^ randi[1]), randi[5:0], randi[6] ^ randi[7]};
end
endmodule
module seven_segment (
input [3:0]i,
output reg [6:0]o
);
always @(*)
begin
   o[0] = !((!i[2] & !i[0]) | (i[3]& !i[1] & !i[0]) | (i[3] & !i[2] & !i[1]) | (!i[3] & i[2] & i[0]) | (i[2] & i[1]) | (!i[3] & i[1]));
	o[1] = !((!i[2] & !i[0]) | (!i[3] & !i[2]) | (!i[3] & !i[1] & !i[0]) | (i[3] & !i[1] & i[0]) | (!i[3] & i[1] & i[0]));
	o[2] = !((!i[3] & !i[1]) | (!i[3] & i[0]) | (!i[3] & i[2] ) | (!i[1] & i[0]) | (i[3] & !i[2]));
	o[3] = !((!i[3] & !i[2] & !i[0] & !i[1]) | (!i[3] & !i[2] & i[1]) | (i[2] & i[1] & !i[0]) | ( i[2] & !i[1] & i[0]) | (i[3] & !i[2] & i[0]) | (i[3] & !i[1]));
	o[4] = !((!i[2] & !i[0]) | (i[1] & !i[0]) | (!i[1] & i[2] & i[3]) | (i[1] & i[0] & i[3]));
	o[5] = !((!i[1] & !i[0]) | (i[3] & !i[2]) | (!i[1] & !i[3] & i[2]) | (i[3] & i[2] & i[1]) | (i[2] & i[1] & !i[0]));
	o[6] = !((i[1] & !i[0]) | (i[3] & !i[2]) | (!i[1] & !i[3] & i[2]) | (i[0] & i[3] & i[2]) | (!i[3] & !i[2] & i[1]));
end
endmodule
module seven_segment_negative(i,ou);
input i;
output reg [6:0]ou;  
always @(*)
begin
if (i) begin
ou[6] = 0;
ou[5] = 1;
ou[4] = 1;
ou[3] = 1;
ou[2] = 1;
ou[1] = 1;
ou[0] = 1;
end
else begin
ou[6] = 1;
ou[5] = 0;
ou[4] = 0;
ou[3] = 0;
ou[2] = 0;
ou[1] = 0;
ou[0] = 0;
end
end
endmodule
module three_decimal_vals_w_neg (
input [7:0]val,
output [6:0]seg7_neg_sign,
output [6:0]seg7_lsb,
output [6:0]seg7_mmb,
output [6:0]seg7_msb
);
reg [3:0] result_hun_digit;
reg [3:0] result_one_digit;
reg [3:0] result_ten_digit;
reg result_is_negative;
reg [6:0]twos_comp;
always @(*)
begin
result_is_negative = 1'b0;
twos_comp = 1'b0;
	if(val[7] == 1'b1) begin
	result_is_negative = 1'b1;
	if(val[0] == 1'b1) begin
		twos_comp[0] = val[0];
		twos_comp[1] = !val[1];
		twos_comp[2] = !val[2];
		twos_comp[3] = !val[3];
		twos_comp[4] = !val[4];
		twos_comp[5] = !val[5];
		twos_comp[6] = !val[6];
		end
	else if(val[1] == 1'b1) begin
		twos_comp[0] = val[0];
		twos_comp[1] = val[1];
		twos_comp[2] = !val[2];
		twos_comp[3] = !val[3];
		twos_comp[4] = !val[4];
		twos_comp[5] = !val[5];
		twos_comp[6] = !val[6];
		end
	else if(val[2] == 1'b1) begin
		twos_comp[0] = val[0];
		twos_comp[1] = val[1];
		twos_comp[2] = val[2];
		twos_comp[3] = !val[3];
		twos_comp[4] = !val[4];
		twos_comp[5] = !val[5];
		twos_comp[6] = !val[6];
		end
	else if(val[3] == 1'b1) begin
		twos_comp[0] = val[0];
		twos_comp[1] = val[1];
		twos_comp[2] = val[2];
		twos_comp[3] = val[3];
		twos_comp[4] = !val[4];
		twos_comp[5] = !val[5];
		twos_comp[6] = !val[6];
		end
	else if(val[4] == 1'b1) begin
		twos_comp[0] = val[0];
		twos_comp[1] = val[1];
		twos_comp[2] = val[2];
		twos_comp[3] = val[3];
		twos_comp[4] = val[4];
		twos_comp[5] = !val[5];
		twos_comp[6] = !val[6];
		end
	else if(val[5] == 1'b1) begin
		twos_comp[0] = val[0];
		twos_comp[1] = val[1];
		twos_comp[2] = val[2];
		twos_comp[3] = val[3];
		twos_comp[4] = val[4];
		twos_comp[5] = val[5];
		twos_comp[6] = !val[6];
	end
	end
	if(val[7] == 1'b0) begin
	result_one_digit = val % 10;
	result_ten_digit = (val / 10) % 10;
	result_hun_digit = val / 100;
	result_is_negative = 0;
	end
	else begin
	result_one_digit = twos_comp % 10;
	result_ten_digit = (twos_comp / 10) % 10;
	result_hun_digit = twos_comp / 100;
	end
end
seven_segment msb(result_ten_digit, seg7_msb);
seven_segment lsb(result_one_digit, seg7_lsb);
seven_segment mmb(result_hun_digit, seg7_mmb);
seven_segment_negative neg(result_is_negative, seg7_neg_sign);
endmodule
module time_to_hit(clk, rst, en, done);
input clk;
input rst;
input en;
output reg done;
parameter one_second = 26'd50000000;
reg [25:0]counter;
always @ (posedge clk or negedge rst)
	begin 
	if (rst == 1'b0)
	begin
		counter <= 26'd0;
		done <= 1'b0;
	end
	else
		if (en == 1'b1)
			if (counter <= one_second)
			begin
				done <= 1'b0;
				counter <= counter +1'b1;
			end
			else
			begin
				done <= 1'b1;
				counter <= 26'd0;
			end
	end
endmodule
File: run.sh
#!/bin/bash
# OpenROAD 26Q1-2900-gdf79404cd8, Yosys 0.63+post, stock flow scripts
make -C /OpenROAD-flow-scripts/flow DESIGN_CONFIG=/design/flow/config.mk WORK_HOME=/design/flow/orfs finish
==> COMMIT_EDITMSG <==
Update PnR metrics after Yosys + OpenROAD run

- Counting cells, the worst reg-to-reg path comes to 8.
- Hpwl dp: 15,700 um
* Count of vias placed by the detailed router: 8,165
* Number of instances in the synthesized netlist: 1,029
* Category of the worst setup path capture point: output pin
- Number of cell rows: 46
* Synth cell types: 88
* CTS tree: yes
- After detailed routing, the number of vias per cell comes to 5.55.
* HP Start: random[0]$_DFFE_PP_
* Count of buffers inserted at the top-level ports: 41
* Area grow syn2layout: 33.8%
- Warnings reported by Yosys during synthesis add up to 8.
* Number of global-route vias before repair: 7,784
- Required @ worst endpoint: 6.80 ns
- Leak Pwr: 5.12 nW
- Register area share after synthesis: 29.1%
- Asr flop ratio synth: 89.5%
- Hold timing on the final database bottoms out at a slack of 0.428 ns.
- Across all register-to-register paths, the minimum setup slack is 5.49 ns.
- Wire length of the first global-routing pass: 36,800 um
- Number of nets still failing antenna checks after routing: 0
* Hold_buf cts: 0
- Pin count of the biggest net entering global routing: 51
* Maximum buffer depth of the clock tree: 2
* Source-to-sink clock delay at the later pin of the worst-skew pair: 0.34 ns
* Count of final hold-check violations: 0
- The registers of the reported paths see a clock transition of 0.07 ns.
- The largest total area in the synthesized netlist belongs to dfrtp_1.
- Before placement the cells fill 51.8% of the core.
- Antenna violations before repair: 0
* Cell mode on critical path: a21oi_2
- Per the finish-stage timing summary, setup violations number 14.
- Routability-driven placement congestion ratio: 0.908
- Number of maximum-capacitance violations: 0
- The worst setup path is of the flop to output pin kind.
* Max-Slew Margin vs Limit: 37.6%
* Delay contributed by the slowest stage of the critical path: 0.42 ns
* Power dissipated by switching net loads: 0.300 mW
- The tree is rooted in a clkbuf_16.
* Cells on Worst Hold Path: 0
- Area share of the largest cell type after synthesis: 25.2%
* Proportion of total power due to net switching: 26.0%
- According to the floorplan report, the die height is 131 um.
- RSZ-0062 raised after global routing: yes
* TritonCTS buffer count: 9
* Violated checks: negative setup slack
* Power share of the combinational group: 23.1%
* Share of layout cells above drive strength 1: 27.3%
* Worst path slowest cell: or3_4
- Chip Footprint: 17,200 sq um
* Largest fanout on the critical path: 7
- Yosys attributes the largest share of cell area to dfrtp_1 25%, ha_1 8.1%, nor2_1 6.0%.
- PwrDens: 103 nW/um^2
- GRT Residual Overflow: 0
- Post-synth EDFFs: 10
- Critical R2R Launch: button_hold[0]$_DFFE_PP_
- CTS saw 95 sinks.
* Number of diodes added for antenna fixing: 0
- Area of the core: 16,100 sq um
- Depth of the CTS H-tree: 3
- In the routed design, unresolved DRC markers number 0.
- After layout, the worst path uses 111% of the clock period.
- Overall power consumption after layout is estimated at 1.15 mW.
* Post-synthesis instance area: 8340 sq um
* Fmax: 106 MHz
- Critical path launch point type: flop
* Crit path time final: 9.47 ns
* Final wirelength: 21,800 um
- After filler insertion, the fill cell instance count of the layout stands at 1,268.
- Horizontal die size: 131 um
- Counting flops and latches in the post-synthesis netlist gives 95.
- GRT Total Usage: 26.5%
* Worst hold path type: flop to flop
* OpenROAD warning count: 37
- Final Max Tran Viols: 0
- Ys flop type: dfrtp_1
- The internal portion of the total power is 0.852 mW.
- Maximum vdd ir drop: 0.136 mV
- Arrival @ worst endpoint: 7.77 ns
- Across the routed clock network, the largest skew measured is 0.00857 ns.
* Result of the run: complete, but fails checks
* Register share of total power: 39.9%
- Once routing completed, OpenROAD measured the worst setup slack at -0.972 ns.
* Pre-antenna DRT Iters: 7
* Worst-Margin Slew: 0.929 ns
- Synth Area per Inst: 8.11 sq um
* Yosys Instances: 1,029
- The share of total power dissipated in the clock network is 37.0%.
- 43 I/O pins were placed.
- For hold timing, the worst endpoint is hit_num[0]$_DFFE_PP_.
* Violation count after the first detailed-routing iteration: 525
- The endpoint identified for the worst register-to-register timing path is score[2]$_DFFE_PN0P_.
- Area of the synthesized netlist per yosys stat: 8340 sq um
- DR WL/cell: 14.8 um
==> power by group through the flow <==
stage	Combinational, mW	Sequential [mW]	Clock (mW)
4_1_cts	0.255	0.459	0.435
5_1_grt	0.292	0.459	0.450
6_report	0.266	0.459	0.426
==> cells in the mapped netlist, types with 7 or more instances <==
cell / count
a21o_1: 20
ha_1: 54
mux2i_1: 19
a31oi_1: 7
nand3b_1: 7
and3_1: 10
or3_1: 18
o21ai_1: 8
a21oi_1: 58
nor2b_1: 14
nand2b_1: 11
nand4_1: 17
o22ai_1: 11
o21a_1: 8
a22oi_1: 8
dfrtp_1: 84
inv_1: 39
and2_1: 7
nand2_1: 94
nor2_1: 133
o21ai_0: 57
edfxtp_1: 10
clkbuf_1: 22
buf_4: 10
xor2_1: 31
o211ai_1: 13
nand3_1: 43
nor4_1: 7
xnor2_1: 51
nor3_1: 32
==> state kept, by name, summed over array words and instances, names as in the netlist <==
signal	cells
del_hold	1
hit_num	2
mydelay.done	1
my.done	1
del_hold2	1
S	5
en2	1
myrand.randi	8
score	7
button_hold	4
my.counter	26
led	1
mydelay.counter	26
random	2
randhelp	1
en	1
notes_played	7
==> timing repair <==
action	in CTS	in global routing
pin swaps	52	64
setup endpoints to repair	14	14
gates cloned	2	0
resized	84	44
buffers inserted	40	12
==> kinds of logic (layout without fill, tap and decap cells) <==
logic type	Yosys count	count (layout)	share of synthesized area, %
mux	25	25	3.09
flops	95	95	29.1
simple gates	425	425	24.8
other cells	1	4	0.0449
xor+xnor	82	82	8.61
buf+inv	86	308	4.75
compound gates	259	259	21.2
fa+ha+maj	56	56	8.34
==> layout make-up <==
| type | instances | area, sq um | share of cell area [%] |
|---|---|---|---|
| clock buffer | 10 | 250 | 2.24 |
| clock inverter | 6 | 76.3 | 0.683 |
| inverter | 44 | 165 | 1.48 |
| multi-input combinational | 851 | 5970 | 53.5 |
| sequential | 95 | 2430 | 21.8 |
| tap | 216 | 270 | 2.42 |
| timing repair buffer | 248 | 2000 | 17.9 |
==> per-stage QoR <==
step	std cells	utilization [%]	TNS (ns)	setup slack (ns)	area, sq um
after global placement	1409	63.1	-15.60	-1.19	10200
after detailed placement	1409	63.1	-15.66	-1.19	10200
after floorplan	1032	-	-5.15	-0.571	8520
final	1470	69.3	-10.84	-0.972	11200
after global routing	1470	69.3	-16.17	-1.37	11200
after CTS	1465	67.9	-13.44	-1.16	10900
==> critical path, delay by kind of cell, from the launching register on <==
family                     cells  cell delay, ns
and+or+nand+nor               10            1.90
xor gates and xnor gates       1            0.12
adders and majority gates      4            0.97
DFF                            1            0.38
buffers and inverters          5            0.59
AOI/OAI and AO/OA             18            3.44
==> worst max-delay path by stage <==
| stage | startpoint | end | slack [ns] | depth (start not counted) |
|---|---|---|---|---|
| final | score[2]$_DFFE_PN0P_ | seg7_dig1[5] | -0.97 | 38 |
| after CTS | score[1]$_DFFE_PN0P_ | seg7_dig1[5] | -1.16 | 37 |
| after global routing | score[2]$_DFFE_PN0P_ | seg7_dig1[5] | -1.37 | 35 |
==> layout by cell type (no fill, tap or decap), types with 7 or more instances in the layout <==
cell	synthesis	final
buf_6	4	16
a21o_1	20	19
and2_1	7	7
o21ai_0	57	51
or3_1	18	14
xor2_1	31	30
a21oi_2	0	10
nor2_1	133	125
o21a_1	8	8
o211ai_1	13	13
edfxtp_1	10	10
o21ai_1	8	9
inv_1	39	35
nand3b_1	7	7
mux2i_1	19	19
nand2_2	0	7
ha_1	54	44
dfrtp_1	84	83
ha_4	0	9
nand2_1	94	86
clkdlybuf4s50_1	0	26
a31oi_1	7	7
and3_1	10	10
nand4_1	17	17
a22oi_1	8	7
nor4_1	7	7
nor3_1	32	29
clkbuf_16	0	10
nand2b_1	11	10
buf_4	10	188
xnor2_1	51	49
buf_2	5	14
a21oi_1	58	48
o22ai_1	11	10
nor2b_1	14	14
nand3_1	43	39
==> per-layer routing <==
layer	vias up	routed length, um	track usage, %
li1	4175	-	-
met1	3772	10300	39.4
met2	178	10200	43.4
met3	40	829	2.99
met4	0	402	4.64
met5	-	0	0
No activity file was given, so power comes from the tool's default toggle rates.
